**design/flow/config.mk**
```make
export PLATFORM = sky130hd
export DESIGN_NAME = latency
export DESIGN_NICKNAME = latency
export VERILOG_FILES = /design/flow/design.v
export SDC_FILE = /design/flow/constraint.sdc
export NUM_CORES = 4
export LEC_CHECK = 1
export CORE_UTILIZATION = 50
```
**design/flow/constraint.sdc**
```tcl
current_design latency

set clk_period 12.2
set clk_io_pct 0.2

create_clock -name clk0 -period $clk_period [get_ports {clk}]

set non_clock_inputs [all_inputs -no_clocks]
set_input_delay [expr $clk_period * $clk_io_pct] -clock clk0 $non_clock_inputs
set_output_delay [expr $clk_period * $clk_io_pct] -clock clk0 [all_outputs]
```
**design/flow/design.v**
```verilog
module latency(clk, rst, SCK, SSEL, MOSI, MISO, leds, interrupt, interrupt_ack, btn2);  
input clk, rst, btn2;
input SCK, SSEL, MOSI;
output MISO;
output [7:0] leds;
output interrupt;
input interrupt_ack;
wire spi_output_valid, spi_output_valid_sing;
wire [7:0] byte_data_received;
reg [7:0] byte_data_send, next_byte_data_send;
reg [31:0] int_ack_latency_cnt, next_int_ack_latency_cnt,
	spi_latency_cnt, next_spi_latency_cnt;
reg [3:0] state, next_state;
reg interrupt, next_interrupt;
reg [31:0] cnt, next_cnt;
parameter delay=(2*5*10*1000);  
reg sck_deb=1'b0;
reg [10-1:0] sck_pipe={10{1'b0}};
always @(posedge clk) begin
    sck_pipe <= {sck_pipe[10-2:0], SCK};
    if (&sck_pipe[10-1:1] == 1'b1)
      sck_deb <= 1'b1;
    else if (|sck_pipe[10-1:1] == 1'b0)
      sck_deb <= 1'b0;
end
reg ssel_deb=1'b1;
reg [10-1:0] ssel_pipe={10{1'b1}};
always @(posedge clk) begin
    ssel_pipe <= {ssel_pipe[10-2:0], SSEL};
    if (&ssel_pipe[10-1:1] == 1'b1)
      ssel_deb <= 1'b1;
    else if (|ssel_pipe[10-1:1] == 1'b0)
      ssel_deb <= 1'b0;
end
reg int_ack_deb=1'b1;
reg [10-1:0] int_ack_pipe={10{1'b1}};
always @(posedge clk) begin
    int_ack_pipe <= {int_ack_pipe[10-2:0], interrupt_ack};
    if (&int_ack_pipe[10-1:1] == 1'b1)
      int_ack_deb <= 1'b1;
    else if (|int_ack_pipe[10-1:1] == 1'b0)
      int_ack_deb <= 1'b0;
end
spi_slave_lcd si (.clk(clk), .SCK(sck_deb), .SSEL(ssel_deb), .MOSI(MOSI), .MISO(MISO), 
	.output_valid(spi_output_valid), .byte_data_received(byte_data_received), .byte_data_send(byte_data_send));
single_pulse sp (.clk(clk), .rst_l(!rst), .ub(spi_output_valid), .ubsing(spi_output_valid_sing));
assign leds=
	(btn2 == 0)
		? {sck_deb, interrupt, int_ack_deb, ssel_deb, state[3], state[2], state[1], state[0]}
		: {^byte_data_received, cnt[6:0]};
always @(posedge clk or posedge rst)
	if(rst) begin
		state = 7;
		int_ack_latency_cnt = 0;
		spi_latency_cnt = 0;
		interrupt = 0;
		cnt = 0;
		byte_data_send = 0;
	end else begin
		state = next_state;
		int_ack_latency_cnt = next_int_ack_latency_cnt;
		spi_latency_cnt = next_spi_latency_cnt;
		interrupt = next_interrupt;
		cnt = next_cnt;
		byte_data_send = next_byte_data_send;
	end
always @(*) begin
	next_cnt = cnt;
	next_int_ack_latency_cnt = int_ack_latency_cnt;
	next_spi_latency_cnt = spi_latency_cnt;
	next_state = state;
	next_byte_data_send = byte_data_send;
	next_interrupt = interrupt;
	case(state)
	7: begin
		if(spi_output_valid_sing)
			next_state = 0;
	end
	0: begin
		if(!int_ack_deb) begin
			if (cnt >= delay) begin
				next_interrupt = 1;
				next_state = 1;
				next_int_ack_latency_cnt = 0;
				next_cnt = 0;
			end else
				next_cnt = cnt + 1;
		end
	end
	1: begin
		if(!int_ack_deb) begin
			next_int_ack_latency_cnt = int_ack_latency_cnt + 1;
		end else begin
			next_int_ack_latency_cnt = int_ack_latency_cnt - (10 - 1);
			next_spi_latency_cnt = 0;
			next_interrupt = 0;
			next_state = 2;
		end
	end
	2: begin
		if(ssel_deb) begin
			next_spi_latency_cnt = spi_latency_cnt + 1;
		end else begin
			next_byte_data_send = int_ack_latency_cnt[7:0];
			next_state = 3;
			next_cnt = 1;
		end
	end
	3: begin
		if(spi_output_valid_sing) begin
			if(cnt == 1)
				next_byte_data_send = int_ack_latency_cnt[15:8];
			else if(cnt == 2)
				next_byte_data_send = int_ack_latency_cnt[23:16];
			else if(cnt == 3)
				next_byte_data_send = int_ack_latency_cnt[31:24];
			else if(cnt == 4)
				next_byte_data_send = spi_latency_cnt[7:0];
			else if(cnt == 5)
				next_byte_data_send = spi_latency_cnt[15:8];
			else if(cnt == 6)
				next_byte_data_send = spi_latency_cnt[23:16];
			else if(cnt == 7)
				next_byte_data_send = spi_latency_cnt[31:24];
			if(cnt < 9)
				next_cnt = cnt + 1;
		end else if((cnt >= 9) && (sck_deb == 0)) begin
			next_cnt = 0;
			next_state = 0;
		end
	end
	endcase
end
endmodule
`timescale 1ns / 1ps
module single_pulse(clk, rst_l, ub, ubsing);
input clk, rst_l;
input ub;
output ubsing;
reg next_state, state;
reg ubsing_reg, next_ubsing_reg;
assign ubsing = ubsing_reg;
always @(posedge clk or negedge rst_l)
begin
	if (~rst_l) begin
			state <= 0;
			ubsing_reg <= 0;
	end else begin
			state <= next_state;
			ubsing_reg <= next_ubsing_reg;
	end
end
always @(*)
begin
		next_state <= state;
		next_ubsing_reg <= 0;
		case (state)
		0: if (ub == 1) begin
				next_state <= 1;
				next_ubsing_reg <= 1;
			end
		1: if (ub == 0)
				next_state <= 0;
		endcase
end
endmodule
`timescale 1ns / 1ps
module spi_slave_lcd(clk, SCK, SSEL, MOSI, MISO, output_valid, byte_data_received, byte_data_send);
input clk, SCK, SSEL, MOSI;
output MISO;
output [7:0] byte_data_received;
input [7:0] byte_data_send;
output output_valid;
reg MISO=0;
reg [2:0] i;
reg output_valid=0;
reg [7:0]  
	byte_data_received=0;
reg [2:0] SCK_vec=3'b000;
always @(posedge clk)
	SCK_vec <= {SCK_vec[1:0], SCK};
wire SCK_rise=(SCK_vec[2:1]==2'b01);
always @(posedge clk) begin
	if (~SSEL) begin
		if(SCK_rise) begin
			byte_data_received[i] <= MOSI;
			if(i == 0) begin
				i <= 7;
				output_valid <= 1;
			end
			else begin
				output_valid <= 0;
				i <= i-1;
			end
		end
		if (SCK_vec[1] == 0) begin
			MISO <= byte_data_send[i];
		end
	end else begin
		i <= 7;
		output_valid <= 0;
	end
end
endmodule
```
**design/flow/run.sh**
```bash
#!/bin/bash
# OpenROAD 26Q1-2900-gdf79404cd8, Yosys 0.63+post, stock flow scripts
make -C /OpenROAD-flow-scripts/flow DESIGN_CONFIG=/design/flow/config.mk WORK_HOME=/design/flow/orfs finish
```
==> impl_metrics.yaml <==
# flow metrics
outcome:
  status: "finished clean"
synthesis:
  avgSynthCellArea_um2: 9.106
  synth_flops: 159
  ff_type: "dfrtp_1"
  synth-edff-count: 9
  synth_area_um2: 8615
  yosysWarnings: 3
  netlist_instances: 946
  ys_types: 70
  yosys.stat.seqShare_pct: 44.43
  yosys_cells: 946
  ys_area_um2: 8615
  async_flop_share_pct: 69.18
timing:
  min_period_ns: 6.363
  max-slew-margin-rel_pct: 52.17
  fin_tns_setup_ns: 0
  timing.fmax_ghz: 0.1572
  fin_crit_sh_pct: 52.15
  timing.final.ws_setup_ns: 5.837
  rsz0062_at_grt: "no"
  finalSetupViolCount: 0
  finalHoldViolations: 0
  tightest_slew_ns: 0.7154
  fin_skew_ns: 0.01087
  drv_slew: 0
layout:
  final_cells: 1187
  drive_gt1_share_pct: 7.135
  design_area_um2: 9584
  mostFrequentLayoutCells: "nand2_1, nor2_1, dfrtp_1, o21ai_0, a21oi_1"
  synthToLayoutAreaGrowth_pct: 11.26
critical_path:
  endpoint: "leds[4]"
  critPathRequiredTime_ns: 9.76
  crit_path_start: "btn2"
  crit_fanout: 12
  crit_type: "input pin to output port"
  cp-start-kind: "input pin"
  endpoint_kind: "output port"
  reg2reg_slack_ns: 8.83
  worstReg2RegStart: "int_ack_deb$_SDFFE_PP1N_"
  worstRegToRegCells: 10
  timing.rr.end: "int_ack_latency_cnt[29]$_DFFE_PP0P_"
  worstPathArrival_ns: 3.92
place:
  dp_hpwl_um: 13350
  gp_congestion: 0.8943
  placed_cell_area_um2: 8974
  dp_cells: 1155
  portBuffers: 16
  dp_worst_setup_slack_ns: 5.819
die:
  io_pins: 17
  fp.dieArea_um2: 17760
  fp-utilization_pct: 51.58
  fp.dieW_um: 133.3
  placementRows: 47
  core_area_um2: 16700
  die_height_um: 133.3
drt:
  drc_errors: 0
  ant_nets: 0
  vias: 6787
  diodes: 0
  drt_iter0_markers: 375
  vias_per_cell: 5.718
  firstDrtPassIters: 5
  post_drt_wl_per_cell_um: 15.82
  routed_wl_um: 18780
clock_tree:
  clock.latency.late_pin_ns: 0.43
  cts_tree: "built"
  hold_buffers: 0
  clock_sinks: 159
  clk_pin_slew_worst_paths_ns: 0.07
  h-tree-depth: 4
  clk_path_buf_depth: 2
  cts.repair.resized: 0
  post_cts_buffers: 0
  cts_inserted_buffers: 17
  cts_root_buffer: "clkbuf_16"
grt:
  grt_pass1_vias: 6376
  grt.total_usage_pct: 23.16
  grt_max_degree: 57
  overflow: 0
  antenna_found_initial: 0
  grt_pass1_wl_um: 31970
worst_hold_path:
  hp-class: "register to register"
power:
  peakVddDrop_mv: 0.1185
  p_per_area_nw_per_um2: 130.8
  p_leak_uw: 0.004165
  power_uw: 1253
run:
  warnings: 31
  max-cap-violations: 0
[synth_stat cells, types with 12 or more instances]
| library cell | instances | area [um2] |
|---|---|---|
| nand2_1 | 108 | 405.4 |
| nor2_1 | 108 | 405.4 |
| dfrtp_1 | 107 | 2678 |
| o21ai_0 | 61 | 305.3 |
| a21oi_1 | 44 | 220.2 |
| dfxtp_1 | 40 | 800.8 |
| ha_1 | 39 | 488.0 |
| xnor2_1 | 36 | 315.3 |
| xor2_1 | 33 | 289.0 |
| nand3_1 | 28 | 140.1 |
| clkbuf_1 | 27 | 101.4 |
| inv_1 | 22 | 82.58 |
| nor3_1 | 22 | 110.1 |
| nor4_1 | 21 | 131.4 |
| and2_1 | 20 | 125.1 |
| and3_1 | 18 | 112.6 |
| a211oi_1 | 16 | 120.1 |
| nand4_1 | 16 | 100.1 |
| nor2b_1 | 12 | 75.07 |
[stage by stage]
step	hold slack, ns	util [%]
after floorplan	0.3096	-
after global placement	0.3175	53.73
after detailed placement	0.3139	53.73
after CTS	0.3318	57.39
after global routing	0.3344	57.39
final	0.3296	57.39
[routing by layer]
metal	routed length [um]	global-route usage [%]
met1	9589	39.99
met2	8073	32.47
met3	849	4.351
met4	272	3.093
met5	0	0
[cells by family (layout without fill, tap and decap cells)]
logic type / after synthesis / in the layout / share of synthesized area (%)
AOI/OAI and AO/OA: 214 / 214 / 15.73
xor gates and xnor gates: 69 / 69 / 7.015
adders and majority gates: 40 / 40 / 5.897
buffers and inverters: 58 / 79 / 2.702
DFF: 159 / 159 / 44.43
muxes: 11 / 11 / 1.685
and+or+nand+nor: 395 / 395 / 22.54
[worst min-delay path by stage]
stage,from,to,slack [ns],cells past startpoint
5_1_grt,sck_pipe[0]$_DFF_P_,sck_pipe[1]$_DFF_P_,0.33,0
6_report,sck_pipe[0]$_DFF_P_,sck_pipe[1]$_DFF_P_,0.33,0
4_1_cts,sck_pipe[0]$_DFF_P_,sck_pipe[1]$_DFF_P_,0.33,0
[power by group]
part	switching, uW	leakage, uW	internal (uW)	total (uW)
Combinational	80.2	0.00194	65.5	146
Sequential	35.2	0.00193	548	583
Clock	247	0.000296	278	525
[worst max-delay path, stage by stage]
cell and delay [ns]:
clkdlybuf4s50_1 0.70, mux2_2 0.38, clkdlybuf4s50_1 0.40
[cell type report]
class                   instances  area, um2
flip-flops and latches        159       3827
repair buffers                 25      227.7
multi-input cells             729       4558
inverters                      22      85.08
clock inverters                15      185.2
well taps                     220      275.3
clock buffers                  17      425.4
fillers                      1460       7117
Power figures rest on the tool's default switching activity, not on a simulated workload.
