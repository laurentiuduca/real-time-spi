--- design/flow/config.mk ---
export PLATFORM = sky130hd
export DESIGN_NAME = spi_checker
export DESIGN_NICKNAME = spi_checker
export VERILOG_FILES = /design/flow/design.v
export SDC_FILE = /design/flow/constraint.sdc
export NUM_CORES = 4
export LEC_CHECK = 1
export CORE_UTILIZATION = 40
--- design/flow/constraint.sdc ---
current_design spi_checker

set clk_period 2.6
set clk_io_pct 0.2

create_clock -name clk0 -period $clk_period [get_ports {clk}]

set non_clock_inputs [all_inputs -no_clocks]
set_input_delay [expr $clk_period * $clk_io_pct] -clock clk0 $non_clock_inputs
set_output_delay [expr $clk_period * $clk_io_pct] -clock clk0 [all_outputs]
--- design/flow/design.v ---
`timescale 1ns / 1ps
module spi_checker(clk, rst, 
	SCK, SSEL, MOSI, MISO, SSEL2, leds, btn); 
input clk, rst;
input btn;
input SCK, SSEL, MOSI, SSEL2;
output MISO;
output [7:0] leds;
wire spi_output_valid;  
wire [7:0] byte_data_received;
wire [7:0] byte_data_send;
reg sck_deb=1'b0;
reg [10-1:0] sck_pipe={10{1'b0}};
always @(posedge clk) begin
    sck_pipe <= {sck_pipe[10-2:0], SCK};
    if (&sck_pipe[10-1:1] == 1'b1)
      sck_deb <= 1'b1;
    else if (|sck_pipe[10-1:1] == 1'b0)
      sck_deb <= 1'b0;
end
reg ssel_deb=1'b1;
reg [10-1:0] ssel_pipe={10{1'b1}};
always @(posedge clk) begin
    ssel_pipe <= {ssel_pipe[10-2:0], SSEL};
    if (&ssel_pipe[10-1:1] == 1'b1)
      ssel_deb <= 1'b1;
    else if (|ssel_pipe[10-1:1] == 1'b0)
      ssel_deb <= 1'b0;
end
spi_slave_lcd si (.clk(clk), .SCK(sck_deb), .SSEL(ssel_deb), .MOSI(MOSI), .MISO(MISO), 
	.output_valid(spi_output_valid), .byte_data_received(byte_data_received), .byte_data_send(byte_data_send));
reg [2:0] SCK_vec=3'b000;
always @(posedge clk)
	SCK_vec <= {SCK_vec[1:0], sck_deb};
wire SCK_rise=(SCK_vec[2:1]==2'b01);
reg [5:0] sck_rise_cnt;
always @(posedge clk or posedge rst)
begin
	if(rst)
		sck_rise_cnt = 0;
	else
		if(SCK_rise)
			sck_rise_cnt = sck_rise_cnt + 1;
end
assign byte_data_send = 8'h61 + {2'b00, sck_rise_cnt >> 3};
assign leds= (btn==1'b1) ? {byte_data_received} 
	: {spi_output_valid, SSEL2, ssel_deb, sck_rise_cnt[4:0]};
endmodule
`timescale 1ns / 1ps
module spi_slave_lcd(clk, SCK, SSEL, MOSI, MISO, output_valid, byte_data_received, byte_data_send);
input clk, SCK, SSEL, MOSI;
output MISO;
output [7:0] byte_data_received;
input [7:0] byte_data_send;
output output_valid;
reg MISO=0;
reg [2:0] i;
reg output_valid=0;
reg [7:0]  
	byte_data_received=0;
reg [2:0] SCK_vec=3'b000;
always @(posedge clk)
	SCK_vec <= {SCK_vec[1:0], SCK};
wire SCK_rise=(SCK_vec[2:1]==2'b01);
always @(posedge clk) begin
	if (~SSEL) begin
		if(SCK_rise) begin
			byte_data_received[i] <= MOSI;
			if(i == 0) begin
				i <= 7;
				output_valid <= 1;
			end
			else begin
				output_valid <= 0;
				i <= i-1;
			end
		end
		if (SCK_vec[1] == 0) begin
			MISO <= byte_data_send[i];
		end
	end else begin
		i <= 7;
		output_valid <= 0;
	end
end
endmodule
--- design/flow/run.sh ---
#!/bin/bash
# OpenROAD 26Q1-2900-gdf79404cd8, Yosys 0.63+post, stock flow scripts
make -C /OpenROAD-flow-scripts/flow DESIGN_CONFIG=/design/flow/config.mk WORK_HOME=/design/flow/orfs finish
==> summary.txt <==
Results of the full flow below.

Final layout:
- The run puts the number of filler cells placed in the layout at around 340.
- The run puts the share of cells above drive strength 1 at 15.43%.
- Excluding fillers, the count of instances in the completed layout stands at between 200 and 250.
- The run puts the post-route core utilization at between 40% and 50%.
- The area growth from synthesis to layout is 16.23%.
- In the layout the commonest cells are 29 x dfxtp_1, 15 x clkdlybuf4s50_1, 13 x nor2_1.
- Leaving out fill and tap cells, the most frequent cell in the layout is dfxtp_1.

Logic synthesis:
- The run gives the post-synthesis sequential element count as approximately 44.
- The run gives the area fraction in compound gates after synthesis as approximately 8%.
- Grouping non-sequential cells by family puts the most area in simple AND/OR/NAND/NOR gates.
- The synthesized netlist devotes under 10% of its cell area to adder and majority cells.
- The run gives the post-synthesis share of cell area spent on xor and xnor gates as ~2.5%.
- The run gives the most instantiated flip-flop cell in the synthesis netlist as dfxtp_1.
- The run gives the post-synthesis instance area as 0.001719 mm².
- After synthesis, the netlist uses 37 different library cells.
- The run puts the proportion of synthesized chip area in sequential cells at 58.22%.
- The run puts the synthesized area per cell at 11.86 µm².
- The run puts the number of instances in the synthesized netlist at 145.
- The run puts the share of synthesized registers carrying an async set or reset at between 10 and 15%.
- The run puts the post-synthesis mux area share at 8.079%.
- Yosys stat counts about 150 cells in the synthesized netlist.
- The run puts the count of warnings emitted by yosys at 2.
- The run gives the area fraction in and, or, nand and nor cells as approximately 14%.
- The run puts the number of synthesized flops with an enable pin at 9.
- The run puts the synthesis area per yosys at between 0.0015 and 0.002 mm².

Global route:
- Entering global routing, the biggest net connects 15 pins.
- The run puts the residual overflow from global routing at 0.
- The run gives the overall track demand over capacity in global routing as a little over an eighth.
- The via count of the first global-routing pass came to approximately 970.
- The initial antenna violation count is 0.
- The first global-routing pass estimated roughly 4.4 mm of wire.

Timing:
- The run gives the fmax as 0.3969 GHz.
- The run puts the part of the cycle the worst path needs at between 90% and 100%.
- The run gives the number of setup violations in the final report as 0.
- The run gives the transition time of the tightest slew-check pin as just over 700 ps.
- The final timing report lists a max-slew violation count of 0.
- The run puts the setup total negative slack at 0 ps.
- For reference, the final report shows the hold violation count at 0.
- The run puts the worst max-slew margin expressed relative to the limit at about 52%.
- The run gives the shortest period the worst path allows as about 2500 ps.
- The run puts the setup clock skew after layout at 6.079 ps.
- Setup repair after global routing left no endpoint under its margin.

Power:
- The run gives the cell area power density as roughly 720 mW/mm².
- The run puts the cell-internal power at roughly 1100 µW.
- The power report attributes to the sequential group a share of a little over half.
- The run gives the part of the total power dissipated in the clock network as a little over a third.
- The run puts the switching part of the total at 23.70%.
- The leakage power in the latest report is 0.0008020 µW.
- The run puts the part of the power in combinational logic at between 10% and 20%.
- The run gives the switching power as roughly 340 µW.
- The run gives the maximum vdd drop as between 400 and 500 µV.

Die:
- The run puts the width of the die at approximately 68 µm.
- According to the floorplan report, the placeable core area is between 0.004 and 0.005 mm².
- The run puts the vertical die dimension at 67.56 µm.
- The floorplan report gives the top-level pin count as 16.
- The run gives the chip footprint as between 0.004 and 0.005 mm².
- The run gives the floorplan row count as 23.
- The run puts the initial core utilization at ~42%.

Drt:
- The run gives the post-route DRC violation count as 0.
- The run puts the number of antenna cells inserted at 0.
- The run gives the sum of routed wire length over all layers as 2.701 mm.
- The run puts the first-pass iteration count of the detailed router at 5.
- After the first detailed-routing iteration, the DRC count stood at 39.
- The run gives the detailed-route vias per instance as between 5 and 6.
- Per the detail_route report, routed wire per instance is around 13 µm.
- The run puts the final antenna-violating net count at 0.
- For this block, the via count after detailed routing is ~1100.

CTS:
- The run puts the clock buffer count from CTS at 5.
- The H-tree was split into 2 levels.
- The run puts the setup fix buffers added after clock tree synthesis at 0.
- The cell sitting at the root of the clock tree is a clkbuf_8.
- The run gives the post-cts hold buffer count as 0.
- TritonCTS built the clock tree.
- The run puts the clock transition at the registers of the reported paths at around 80 ps.
- The run gives the number of buffers between clock root and the deepest sink as 2.
- The run gives the quantity of gates resized following cts as 0.
- The run gives the clock latency of the later-clocked register in the worst-skew pair as roughly 290 ps.
- The run puts the clock sink count at ~44.

Setup path:
- The run gives the endpoint of the worst register-to-register path as si.byte_data_received[4].
- The most numerous cell type found on the critical path is clkdlybuf4s50_1.
- The run puts the largest fanout on the critical path at 8.
- The run gives the depth of the worst register-to-register path as 5.
- STA classifies the critical path startpoint as an input port.
- The run puts the worst endpoint required time at between 2000 and 2500 ps.
- The run gives the startpoint of the most critical register-to-register path as si.i[1].
- The worst setup path is captured at an output pin.
- The largest single stage delay on the critical path is between 600 and 700 ps.
- The run gives the signal arrival time at the worst endpoint as roughly 2000 ps.
- The critical path in this run is classified as input port to output pin.
- For flop-to-flop paths, the worst setup slack is between 400 and 500 ps.
- Among all stages on the critical path, the largest delay is contributed by clkdlybuf4s50_1.
- The report lists the cells along the critical path as clkdlybuf4s50_1, mux2_2, clkdlybuf4s50_1.

Worst hold path:
- The run gives the sink of the worst hold path as sck_pipe[1].
- The run puts the number of stages on the worst hold path at 0.
- The launch point of the worst min-delay path is recorded as sck_pipe[0].
- Checking hold timing, the worst path is listed with class register to register.

Placed design:
- The run puts the last weighted congestion value of the routability-driven placer at 0.8264.
- The run gives the half-perimeter wire length after detailed placement as between 1.5 and 2 mm.
- The run puts the count of input and output buffers at 15.
- In this run, placement finished with an instance count of roughly 200.

Job:
- The run gives the count of maximum capacitance violations as 0.
- The stage logs contain a warning count of 27.

Status:
- The flow ran to the end, and the final reports show no timing, DRC or antenna violations.
-- synthesized netlist by cell type, types with 2 or more instances --
cell type	number	area, µm²
a211oi_1	2	15.01
a21boi_0	2	15.01
buf_2	3	15.01
dfrtp_1	6	150.1
dfxtp_1	29	580.6
edfxtp_1	9	270.3
ha_1	6	75.07
inv_1	6	22.52
mux2_2	11	123.9
nand2_1	11	41.29
nand3_1	2	10.01
nand4_1	6	37.54
nor2_1	13	48.80
nor3b_1	3	22.52
nor4_1	4	25.02
o21ai_0	5	25.02
o21bai_1	2	15.01
o22a_1	2	17.52
xnor2_1	5	43.79
-- power by group through the flow --
stage                 logic [µW]  registers, µW  clock network (µW)
after CTS                    187            756                 514
after global routing         207            760                 550
final                        185            756                 499
-- critical path: cells and delay by family --
family | cells | cell delay (ps)
buffers and inverters | 2 | 1090
muxes | 1 | 380
-- how the worst max path moves through the flow --
stage,endpoint,startpoint,slack [ps]
CTS,leds[6],btn,80
global route,leds[1],btn,30
finish,leds[6],btn,80
-- flip-flops by register name, indices dropped and copies added (netlist names) --
name / cells
sck_deb: 1
sck_pipe: 10
sck_rise_cnt: 6
si.MISO: 1
si.SCK_vec: 3
si.byte_data_received: 8
si.i: 3
si.output_valid: 1
ssel_deb: 1
ssel_pipe: 10
-- per-stage QoR --
stage / power (µW) / hold slack, ps / area, µm² / worst slack, ps
after global placement: 953.9 / 311.6 / 1882 / 106.5
after detailed placement: 956.8 / 314.4 / 1882 / 84.99
final: 1440 / 331.3 / 1998 / 80.56
after floorplan: 928.8 / 309.6 / 1719 / 577.4
after global routing: 1517 / 346.0 / 1998 / 28.91
after CTS: 1458 / 334.1 / 1998 / 81.48
-- cell families after synthesis --
family	after synthesis
muxes	12
and+or+nand+nor	46
xor gates and xnor gates	5
AOI/OAI and AO/OA	19
buffers and inverters	13
adders and majority gates	6
DFF	44
-- area by class of cell --
cell class	count	area (µm²)	area share [%]
Clock inverter	1	8.758	0.4383
Clock buffer	7	107.6	5.385
Tap cell	50	62.56	3.131
Inverter	6	22.52	1.127
Timing Repair Buffer	16	157.7	7.890
Sequential cell	44	1001	50.09
Multi-Input combinational cell	88	638.1	31.93
-- layer usage --
metal,wire [µm],GRT usage (%)
met4,25,1.862
met5,0,0
met2,1206,19.93
met1,1368,20.50
met3,100,3.767
Power and IR drop assume default switching activity.
